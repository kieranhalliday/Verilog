File: /design/flow/config.mk
export PLATFORM = sky130hd
export DESIGN_NAME = Lab1_top
export DESIGN_NICKNAME = Lab1_top
export VERILOG_FILES = /design/flow/design.v
export SDC_FILE = /design/flow/constraint.sdc
export NUM_CORES = 4
export LEC_CHECK = 1
export CORE_UTILIZATION = 30
File: /design/flow/constraint.sdc
current_design Lab1_top

set clk_period 3.4
set clk_io_pct 0.2

create_clock -name clk0 -period $clk_period [get_ports {CLOCK50}]
create_clock -name clk1 -period $clk_period [get_ports {KEY0}]

set non_clock_inputs [all_inputs -no_clocks]
set_input_delay [expr $clk_period * $clk_io_pct] -clock clk0 $non_clock_inputs
set_output_delay [expr $clk_period * $clk_io_pct] -clock clk0 [all_outputs]
File: /design/flow/design.v
module Lab1_top (
input KEY0,  
input KEY3,  
input CLOCK50,
output [6:0] HEX0,
output [6:0] HEX1,
output [6:0] HEX2,
output [6:0] HEX3,
output [6:0] HEX4,
output [6:0] HEX5,
output [0:9] LEDR);
wire [3:0] pscore, dscore, new_card, card_outP1,card_outP2,card_outP3, card_outD1,card_outD2,card_outD3;
wire load_pcard1,load_pcard2,load_pcard3, load_dcard1,load_dcard2,load_dcard3;
state_machine SM(KEY3,KEY0,pscore,dscore,card_outP3,
	      load_pcard1,load_pcard2,load_pcard3,
	      load_dcard1,load_dcard2,load_dcard3,
	      LEDR[8],LEDR[9]);
dealcard dealer (CLOCK50,KEY3,new_card);
reg4 PCard1 (new_card,load_pcard1,KEY3,KEY0,card_outP1);
reg4 PCard2 (new_card,load_pcard2,KEY3,KEY0,card_outP2);
reg4 PCard3 (new_card,load_pcard3,KEY3,KEY0,card_outP3);
reg4 DCard1 (new_card,load_dcard1,KEY3,KEY0,card_outD1);
reg4 DCard2 (new_card,load_dcard2,KEY3,KEY0,card_outD2);
reg4 DCard3 (new_card,load_dcard3,KEY3,KEY0,card_outD3);
card7seg PCardOut1 (card_outP1, HEX0);
card7seg PCardOut2 (card_outP2, HEX1);
card7seg PCardOut3 (card_outP3, HEX2);
card7seg DCardOut1 (card_outD1, HEX3);
card7seg DCardOut2 (card_outD2, HEX4);
card7seg DCardOut3 (card_outD3, HEX5);
scorehand PlayerScore(card_outP1,card_outP2,card_outP3,pscore);
scorehand DealerScore(card_outD1,card_outD2,card_outD3,dscore);
assign LEDR[0:3] = pscore;
assign LEDR[4:7] = dscore;
endmodule
module card7seg( cardIN,  HEX0);
input [3:0] cardIN;
output reg [6:0] HEX0;
always @(cardIN)
	case(cardIN)
	4'b0000: HEX0=7'b1111111;
	4'b0001: HEX0=7'b0001000;
	4'b0010: HEX0=7'b0010010;
	4'b0011: HEX0=7'b0000110;
	4'b0100: HEX0=7'b1001100;
	4'b0101: HEX0=7'b0100100;
	4'b0110: HEX0=7'b0100000;
	4'b0111: HEX0=7'b0001111;
	4'b1000: HEX0=7'b0000000;
	4'b1001: HEX0=7'b0000100;
	4'b1010: HEX0=7'b0000001;
	4'b1011: HEX0=7'b1000011;
	4'b1100: HEX0=7'b0001100;
	4'b1101: HEX0=7'b1001000;
	default: HEX0=7'b1111111;
	endcase
endmodule
module dealcard(clock, resetb, new_card);
input clock, resetb;
output [3:0] new_card;		  
reg [3:0] dealer_card;		 
always_ff @(posedge clock, negedge resetb)
  if (resetb == 0)
     dealer_card <= 1;  
  else
     if (dealer_card == 13)
	     dealer_card = 1;
	  else 
	     dealer_card ++;
assign new_card = dealer_card;
endmodule
module reg4 (
input wire [3:0] new_card,
input wire load_pcard, 
input wire resetb,
input wire slow_clock,
output reg [3:0] cardOut);
always @(posedge slow_clock)
if(load_pcard) 
	cardOut=new_card;
else if (resetb)
	cardOut=4'b0000; 
endmodule
module scorehand(
input wire [3:0] card1,
input wire [3:0] card2,
input wire [3:0] card3,
output reg [3:0] score);
always @(*)
	score = (card1+card2+card3) % 10;
endmodule
module state_machine(
input resetb,
input slowclock,
input [3:0] pscore,
input [3:0] dscore,
input [3:0] pcard3,
output reg load_pcard1,
output reg load_pcard2,
output reg load_pcard3,
output reg load_dcard1,
output reg load_dcard2,
output reg load_dcard3,
output reg player_win_light,
output reg dealer_win_light
);
reg [4:0] state=0;
always @(posedge slowclock)
	case(state)
	0: {load_pcard1,load_pcard2,load_pcard3,load_dcard1,load_dcard2,load_dcard3,
	    player_win_light,dealer_win_light,state}=13'b1000000000001;
	1: {load_pcard1,load_pcard2,load_pcard3,load_dcard1,load_dcard2,load_dcard3,
	    player_win_light,dealer_win_light,state}=13'b0001000000010;
	2: {load_pcard1,load_pcard2,load_pcard3,load_dcard1,load_dcard2,load_dcard3,
	    player_win_light,dealer_win_light,state}=13'b0100000000011;
	3: {load_pcard1,load_pcard2,load_pcard3,load_dcard1,load_dcard2,load_dcard3,
	    player_win_light,dealer_win_light,state}=13'b0000100000000; 
	default: load_pcard1=0;
endcase
endmodule
File: /design/flow/run.sh
#!/bin/bash
# OpenROAD 26Q1-2900-gdf79404cd8, Yosys 0.63+post, stock flow scripts
make -C /OpenROAD-flow-scripts/flow DESIGN_CONFIG=/design/flow/config.mk WORK_HOME=/design/flow/orfs finish
==> flow_metrics.env <==
# source this file to load flow results
export IMPL_antenna_found_initial=0
export IMPL_die_height_um=108.5
export IMPL_top_area_frac=0.1854
export IMPL_path_class="flop to output pin"
export IMPL_dr_total_vias=2727
export IMPL_finalMaxSlewViolations=0
export IMPL_r2r_slack_ps=1310
export IMPL_cp_max_fo=2
export IMPL_ys_ff=54
export IMPL_grt_start_max_net_pins=17
export IMPL_io_buffers=37
export IMPL_openroad_warnings=52
export IMPL_crit_top_cell="ha_4"
export IMPL_syn_area_per_cell_um2=9.473
export IMPL_place_inst=557
export IMPL_grt_ovfl_total=0
export IMPL_reg2regPathDepth=7
export IMPL_wire_per_inst_um=11.00
export IMPL_n_antenna_cell=0
export IMPL_worstReg2RegStart="DCard2.cardOut[1]"
export IMPL_dp_final_hpwl_um=4406
export IMPL_preCtsSetupSlack_ps=-326.7
export IMPL_fillers=1017
export IMPL_finClkSkew_ps=8.265
export IMPL_run_status="finished with violations"
export IMPL_cts_sinks=54
export IMPL_fin_area_mm2=0.004624
export IMPL_crit_slowest_cell="edfxtp_1"
export IMPL_tightest_slew_ps=929.5
export IMPL_synth_warnings=5
export IMPL_dieWidth_um=108.5
export IMPL_final_hold_viol_count=0
export IMPL_final_util=0.4229
export IMPL_synth_cell_types=51
export IMPL_ys_chip_area_mm2=0.003401
export IMPL_hold_slack_ps=521.6
export IMPL_syn_area_mm2=0.003401
export IMPL_p_leak_nw=2.156
export IMPL_yosysSeqAreaShare=0.3859
export IMPL_wl_um=6597
export IMPL_core_area_mm2=0.01094
export IMPL_rsz0062_at_grt="true"
export IMPL_drc=0
export IMPL_stdcell_count=600
export IMPL_topCellsByArea="edfxtp_1, dfxtp_1, ha_1, a21oi_1, buf_4"
export IMPL_critPathLaunchType="flop"
export IMPL_rows=38
export IMPL_setup_viol=6
export IMPL_relSlewSlack=0.3804
export IMPL_violations="setup timing"
export IMPL_drt_iter0_markers=146
export IMPL_fp_util=0.3110
export IMPL_worst_slack_ps=-128.4
export IMPL_grt_pass1_vias=2454
export IMPL_whs_path_depth=1
export IMPL_min_to="dealer.dealer_card[0]"
export IMPL_ctsHoldBuffers=0
export IMPL_areaGrowthSynthToFinish_pct=35.98
export IMPL_ff_latch_area_mm2=0.001313
export IMPL_grt_pass1_wl_um=10860
export IMPL_holdCritStartpoint="dealer.dealer_card[0]"
export IMPL_arrival_ps=2850
export IMPL_timing_rr_end="HEX4[2]"
export IMPL_endpoint_kind="output pin"
export IMPL_drv_cap=0
export IMPL_ant_nets=0
export IMPL_pin_count=55
export IMPL_p_per_area_mw_per_mm2=364.3
export IMPL_path_clk_slew_ps=70
export IMPL_hold_class="flop to flop"
export IMPL_ys_cells=359
export IMPL_place_congestion=0.7847
export IMPL_critPathMaxStageDelay_ps=440
export IMPL_vias_per_cell=4.545
export IMPL_die_area_mm2=0.01177
export IMPL_syn_inst=359
export IMPL_max_vdd_ir_drop_v=0.0001847
export IMPL_required_ps=2720
export IMPL_first_pass_iters=6
export IMPL_grt_total_usage=0.1154
export IMPL_cts_tree="built"
export IMPL_yosys_area_top_type="edfxtp_1"
export IMPL_combGateArea_mm2=0.001993
export IMPL_place_area_mm2=0.004075
export IMPL_path_cells="ha_4, fa_2, a21o_1, a21oi_4, inv_2, ha_4, nor2b_4, nor2_2, buf_4, o21bai_1, o221ai_1, a31oi_1, buf_2"
export IMPL_drive_gt1_frac=0.2609
[cells in the final DEF, fill, tap and decap left out, types with 6 or more instances in the layout]
master           Yosys  final
a211oi_1             7      7
a21oi_1             36     35
a31oi_1              6      6
and2_1              16     16
buf_2                8      6
buf_4               16     59
buf_6                1      6
clkbuf_16            0      8
clkdlybuf4s50_1      0     31
conb_1               2     18
dfxtp_1             29     29
edfxtp_1            21     21
ha_1                39     35
inv_1               18     17
nand2_1             25     23
nand3_1             11     11
nor2_1              19     18
o21ai_0             20     18
[power by group]
| part | leakage [nW] | total (mW) | switching (mW) | internal, mW |
|---|---|---|---|---|
| clock network | 0.110 | 0.681 | 0.249 | 0.432 |
| registers | 0.522 | 0.722 | 0.0133 | 0.709 |
| logic | 1.52 | 0.282 | 0.117 | 0.165 |
| total | 2.16 | 1.68 | 0.379 | 1.31 |
[flip-flops by register name, indices dropped and copies added, names as in the netlist, 7 cells and up]
signal and cells:
HEX1 7, HEX4 7, HEX3 7, HEX0 7
[synth_stat cells, drive strengths merged]
| cell | n |
|---|---|
| a211o | 1 |
| a211oi | 7 |
| a21o | 6 |
| a21oi | 41 |
| a221o | 1 |
| a22o | 1 |
| a311oi | 1 |
| a31o | 4 |
| a31oi | 6 |
| and2 | 16 |
| and2b | 2 |
| buf | 25 |
| clkbuf | 4 |
| conb | 2 |
| dfrtp | 3 |
| dfstp | 1 |
| dfxtp | 29 |
| edfxtp | 21 |
| fa | 2 |
| ha | 39 |
| inv | 18 |
| mux2 | 4 |
| mux2i | 4 |
| nand2 | 25 |
| nand2b | 6 |
| nand3 | 11 |
| nand4 | 2 |
| nor2 | 20 |
| nor2b | 3 |
| nor3 | 3 |
| nor3b | 3 |
| o211ai | 4 |
| o21a | 4 |
| o21ai | 22 |
| o21bai | 1 |
| o221ai | 1 |
| o2bb2ai | 1 |
| o31ai | 3 |
| or2 | 3 |
| or3 | 4 |
| xnor2 | 2 |
| xor2 | 3 |
[cells by family (layout without fill, tap and decap cells)]
logic type / after synthesis / count (layout) / synth area share
AND-OR/OR-AND: 104 / 104 / 0.1943
XOR/XNOR: 5 / 5 / 0.01288
adder cells (fa/ha/maj): 41 / 41 / 0.1553
buffers and inverters: 47 / 132 / 0.07469
flip-flops: 54 / 54 / 0.3859
multiplexers: 8 / 8 / 0.02502
other: 2 / 18 / 0.002208
AND/OR/NAND/NOR: 98 / 98 / 0.1497
[critical path: cells and delay by family (launching register included)]
family | cells | cell delay [ps]
flops | 1 | 440
fa+ha+maj | 3 | 780
compound gates | 5 | 830
simple gates | 2 | 180
buf+inv | 3 | 340
[layout make-up]
class,count,share of cell area
Multi-Input combinational cell,274,0.4310
Inverter,18,0.01461
Timing Repair Buffer,102,0.1840
Clock inverter,2,0.003788
Sequential cell,54,0.2838
Clock buffer,10,0.04491
Tap cell,140,0.03788
[repair_timing]
item                       CTS  global route
pin swaps                   31            28
gates resized               41             6
gates cloned                 0             0
setup buffers               26             5
setup endpoints to repair    6             6
[layer usage]
metal / vias up / track usage / part of all wire
met1: 1247 / 0.1774 / 0.52
li1: 1434 / - / -
met3: 4 / 0.02822 / 0.042
met5: - / 0 / 0
met4: 0 / 0.01351 / 0.0083
met2: 42 / 0.1727 / 0.43
[stage by stage]
stage               power, mW  TNS (ps)
detailed placement     0.9789     -1229
global placement       0.9775    -969.0
floorplan              0.8694         0
finish                  1.685    -431.7
global route            1.769     -1270
CTS                     1.695    -495.1
[how the worst max path moves through the flow]
stage	from	end	slack, ps	depth (start not counted)
CTS	PCard2.cardOut[1]	LEDR[0]	-160	12
global route	PCard1.cardOut[0]	LEDR[0]	-290	13
finish	DCard2.cardOut[0]	LEDR[5]	-130	13
Power and IR drop assume default switching activity.
