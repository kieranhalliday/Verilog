`./run.sh`:
```
#!/bin/bash
# OpenROAD 26Q1-2900-gdf79404cd8, Yosys 0.63+post, stock flow scripts
make -C /OpenROAD-flow-scripts/flow DESIGN_CONFIG=/design/flow/config.mk WORK_HOME=/design/flow/orfs finish
```
`./config.mk`:
```
export PLATFORM = sky130hd
export DESIGN_NAME = SM
export DESIGN_NICKNAME = SM
export VERILOG_FILES = /design/flow/design.v
export SDC_FILE = /design/flow/constraint.sdc
export NUM_CORES = 4
export LEC_CHECK = 1
export CORE_UTILIZATION = 30
```
`./constraint.sdc`:
```
current_design SM

set clk_period 7.5
set clk_io_pct 0.2

create_clock -name clk0 -period $clk_period [get_ports {clock}]

set non_clock_inputs [all_inputs -no_clocks]
set_input_delay [expr $clk_period * $clk_io_pct] -clock clk0 $non_clock_inputs
set_output_delay [expr $clk_period * $clk_io_pct] -clock clk0 [all_outputs]
```
`./design.v`:
```
module SM(input clock, input [7:0] center_x, input [6:0] center_y, output reg [2:0] colour,output reg plot, output reg [7:0] xp, output reg [6:0] yp, output reg [2:0] turn);
parameter radius=25;
reg [10:0] current_state=0, next_state=1;
reg initx,inity,loady,loadx, xdone, ydone; 
reg [7:0] offset_x=radius;
reg [6:0] offset_y=0;
reg signed [8:0] crit=1-radius;
 always_comb
     case (current_state)  
    2'b00: {initx,inity,loady,loadx,plot,colour} <= 8'b11110000;
    2'b01: {initx,inity,loady,loadx,plot,colour} <= 8'b10110000;
    2'b10: {initx,inity,loady,loadx,plot,colour} <= 8'b00011000;
	3: {initx,inity,loady,loadx,plot,colour} <= 8'b00011000;  
	4: {initx,inity,loady,loadx,plot,colour} <= 8'b00011001;  
	5: {initx,inity,loady,loadx,plot,colour} <= 8'b00011001;
	6: {initx,inity,loady,loadx,plot,colour} <= 8'b00011001;
	7: {initx,inity,loady,loadx,plot,colour} <= 8'b00011001;
	8: {initx,inity,loady,loadx,plot,colour} <= 8'b00011001;
	9: {initx,inity,loady,loadx,plot,colour} <= 8'b00011001;
	10: {initx,inity,loady,loadx,plot,colour} <= 8'b00011001;
	11: {initx,inity,loady,loadx,plot,colour} <= 8'b00011001;
	12: {initx,inity,loady,loadx,plot,colour} <= 8'b00011001;
    default:{initx,inity,loady,loadx,plot,colour} <= 8'b00010000;
  endcase
  always_ff @(posedge(clock))
     current_state <= next_state;
  always_comb
     case (current_state)  
    0: next_state <= 2;
    1: next_state <= 2;
    2: if (xdone == 0) next_state <= 2;
        else if (ydone == 0) next_state <= 1;
         else next_state <= 3;
	3: if(turn!=1) next_state=3;
		else if(offset_y<=offset_x) next_state=4;
		else next_state=15;
	4: next_state=5;
	5: next_state=6;
	6: next_state=7;
	7: next_state=8;
	8: next_state=9;
	9: next_state=10;
	10: next_state=11;
	11: next_state=12;
	12: next_state=3;
	15: next_state=3;
    default: next_state <= 0;
     endcase
 always_ff @(posedge(clock))
 begin
     if (loady == 1)
        if (inity == 1)
           yp = 0;
        else begin
           yp ++;
	end
     if (loadx == 1)
        if (initx == 1) begin
           xp = 0;
        end else
           xp ++;
     ydone <= 0;
     xdone <= 0;
	if(current_state==15) begin
	turn=3'b100;
	offset_x=radius;
	offset_y=0;
	crit=1-radius;
	end else begin
	turn=1;
	end  
	if(current_state==4) begin
	xp=center_x+offset_x;
	yp=center_y+offset_y;
	end
	if(current_state==5) begin
	xp=center_x+offset_y;
	yp=center_y+offset_x;
	end
	if(current_state==6) begin
	xp=center_x-offset_x;
	yp=center_y+offset_y;
	end
	if(current_state==7) begin
	xp=center_x-offset_y;
	yp=center_y+offset_x;
	end
	if(current_state==8) begin
	xp=center_x+offset_x;
	yp=center_y-offset_y;
	end
	if(current_state==9) begin
	xp=center_x+offset_y;
	yp=center_y-offset_x;
	end
	if(current_state==10) begin
	xp=center_x-offset_x;
	yp=center_y-offset_y;
	end
	if(current_state==11) begin
	xp=center_x-offset_y;
	yp=center_y-offset_x;
	end
	if(current_state==12) begin
		offset_y=offset_y+1;
	    if(crit<=0)
		crit=crit+2*offset_y+1;
	    else begin
		offset_x=offset_x-1;
		crit = crit + 2 * (offset_y-offset_x) + 1;
	end
end
     if (yp == 119)
        ydone <= 1;
     if (xp == 159)
        xdone <= 1;
 end
endmodule
```
==> out/qor.log <==
qor: outcome.result_of_the_run finished clean
qor: placement.placement.setup.worst_slack 2.860 ns
qor: drt.route.vias.total 6211
qor: critical_path.worstPathRequired 7.71 ns
qor: timing.skew_final 0.007757 ns
qor: timing.rsz0062_at_grt no
qor: hold_path.timing.hold.worst.start offset_y[0]$_DFF_P_
qor: yosys.yosysUniqueCellTypes 83
qor: timing.max_slew_margin 0.5139
qor: layout.combGateArea 5125 um2
qor: clock_tree.hold_buffers 0
qor: critical_path.worstPathArrival 4.85 ns
qor: timing.max_slew.worst_pin.slew 0.7292 ns
qor: floorplanning.floorplan.die.height 149.4 um
qor: yosys.numSynthFlops 47
qor: clock_tree.postCtsSetupBuffers 0
qor: clock_tree.clock_tree.htree_level_count 2
qor: floorplanning.floorplan.core_util 0.3082
qor: layout.utilization 0.3426
qor: placement.place_inst 1151
qor: power_and_ir_drop.p_leak 0.003148 uW
qor: clock_tree.clk_pin_slew_worst_paths 0.07 ns
qor: yosys.synthArstFlopShare 0
qor: layout.fin_cells 1159
qor: timing.fmax 215.3 MHz
qor: clock_tree.cts_resized 0
qor: yosys.synth-main-ff-cell sky130_fd_sc_hd__dfxtp_1
qor: critical_path.critical_path.startpoint_type flip-flop
qor: layout.fillers 2232
qor: critical_path.reg2reg_launch_point current_state[0]$_DFF_P_
qor: drt.drt_iter0_markers 420
qor: hold_path.hold_path_depth 1
qor: global_routing.pin_count_of_the_biggest_net_entering_global_routing 66
qor: layout.post_route_cells_drive_above_1_share 0.04412
qor: timing.timing_max_transition_violations_final 0
qor: run.max_cap_viols 0
qor: timing.finalSetupViolations 0
qor: floorplanning.io_pins 38
qor: power_and_ir_drop.p_per_area 97.75 nW/um2
qor: layout.ff_latch_area 942.2 um2
qor: clock_tree.cts.path.max_buffers 2
qor: yosys.netlist_area 6520 um2
qor: yosys.yosysSeqAreaShare 0.1443
qor: placement.detailedPlacementHpwl 16020 um
qor: global_routing.grt_util_all_layers 0.1849
qor: drt.detailroute.wirelength.met2 9141 um
qor: drt.detail_route.wl_per_cell 17.26 um
qor: yosys.ys_top_cells_by_area sky130_fd_sc_hd__ha_1 15%, sky130_fd_sc_hd__dfxtp_1 14%, sky130_fd_sc_hd__xnor2_1 7.8%, sky130_fd_sc_hd__a21oi_1 5.1%, sky130_fd_sc_hd__nand2_1 4.4%
qor: layout.layout-area-overhead-vs-synth 11.17%
qor: drt.ant_nets 0
qor: critical_path.crit_fanout 65
qor: critical_path.cpMaxStageDelayCell sky130_fd_sc_hd__buf_4
qor: timing.post-route-worst-setup-slack 2.855 ns
qor: drt.postRouteWirelength 20010 um
qor: global_routing.number_of_antenna_violations_at_the_first_check_in_global_routing 0
qor: hold_path.timing.hold.worst.class reg -> reg
qor: critical_path.critical_path_buf_inv_count 5
qor: clock_tree.insertion_delay 0.30 ns
qor: drt.top_signal_layer_used met4
qor: yosys.number_of_enable_flip_flop_cells 0
qor: timing.worst_hold_slack 0.5383 ns
qor: timing.total_count_of_hold_check_failures_in_the_final_report 0
qor: yosys.netlist.top_cell.by_area sky130_fd_sc_hd__ha_1
qor: critical_path.crit_path_max_incr_delay 0.54 ns
qor: global_routing.number_of_global_route_vias_before_repair 5811
qor: critical_path.crit_family buffers and inverters
qor: critical_path.timing.critical_path.cells buf_4 > nand4_2 > buf_4 > inv_2 > nor2_1 > inv_1 > ha_1 > inv_1 > fa_1 > a21oi_1 > a2bb2oi_1 > xnor2_1 > o32ai_1 > a211oi_1 > a2111oi_0 > nand4_1 > nor4_2
qor: drt.route.detailed.drc 0
qor: critical_path.setup.worst_path.end_class flip-flop
qor: timing.period_needed 4.645 ns
qor: hold_path.worstHoldEndpoint offset_y[0]$_DFF_P_
qor: critical_path.rr_worst_depth 17
qor: drt.m1WireLength 9107 um
qor: floorplanning.placement_rows 53
qor: floorplanning.fp.coreArea 21150 um2
qor: clock_tree.tritoncts_num_sinks 47
qor: floorplanning.dieArea 22330 um2
qor: global_routing.globalRouteOverflowTotal 0
qor: yosys.synth.yosys.warnings 1
qor: clock_tree.tritoncts yes
qor: yosys.ys_cells 879
qor: yosys.synth_area_per_cell 7.418 um2
qor: clock_tree.inserted_clock_buffers 5
qor: placement.placement.io_buffers 34
qor: run.warnings 44
qor: timing.finalCritPeriodShare 0.6194
qor: clock_tree.cts-root-buf sky130_fd_sc_hd__clkbuf_16
qor: critical_path.reg2reg_slack 2.85 ns
qor: yosys.yosys-stat-area 6520 um2
qor: global_routing.first_pass_grt_wire_length 31770 um
qor: drt.via_per_inst 5.359
qor: drt.route.antenna.diode_count 0
qor: critical_path.crit_type reg -> reg
qor: floorplanning.horiz_die_dim 149.4 um
qor: power_and_ir_drop.vdd.ir_drop.worst 115.0 uV
qor: yosys.synthDominantCellAreaShare 0.1516
qor: drt.dr.pass1.iters 5
qor: yosys.synthCells 879
qor: timing.setup_total_neg_slack 0 ns
qor: critical_path.crit-reg2reg-capture xdone$_DFF_P_
qor: drt.met3_wirelength 1100 um
qor: placement.place.gp.congestion 1.035
[area by class of cell]
cell class,count,area share
Tap cell,275,0.04747
Timing Repair Buffer,43,0.05627
Inverter,64,0.03314
Sequential cell,47,0.1300
Clock inverter,2,0.008286
Clock buffer,6,0.01778
Multi-Input combinational cell,722,0.7071
[power breakdown]
group          total [uW]  switching [uW]  internal [uW]
Sequential            264            7.35            256
Clock                 289            97.6            191
Combinational         156            81.4           74.6
[flip-flops by register name, indices dropped and copies added (netlist names)]
signal	cells
crit	9
offset_x	8
xp	8
offset_y	7
yp	7
current_state	4
turn	2
xdone	1
ydone	1
[kinds of logic (layout without fill, tap and decap cells)]
logic type | after synthesis | after routing | share of synthesized area
compound gates | 255 | 255 | 0.2585
xor+xnor | 82 | 82 | 0.1102
buf+inv | 112 | 115 | 0.07081
flops | 47 | 47 | 0.1443
simple gates | 278 | 278 | 0.2145
mux | 17 | 17 | 0.02648
other cells | 1 | 3 | 0.0005752
fa+ha+maj | 87 | 87 | 0.1746
[metrics by stage]
step | instance area [um2] | power (uW)
CTS | 7248 | 713.8
global route | 7248 | 742.6
detailed placement | 7059 | 422.3
global placement | 7059 | 423.1
floorplan | 6528 | 370.0
finish | 7248 | 708.5
[synthesized netlist by cell type (7+ instances only)]
library cell / n
sky130_fd_sc_hd__ha_1: 79
sky130_fd_sc_hd__o211ai_1: 7
sky130_fd_sc_hd__nand2b_1: 22
sky130_fd_sc_hd__nand2_1: 76
sky130_fd_sc_hd__a21o_1: 14
sky130_fd_sc_hd__o21a_1: 12
sky130_fd_sc_hd__nor2b_1: 17
sky130_fd_sc_hd__nor2_1: 75
sky130_fd_sc_hd__o21bai_1: 8
sky130_fd_sc_hd__dfxtp_1: 47
sky130_fd_sc_hd__o31ai_1: 7
sky130_fd_sc_hd__inv_1: 63
sky130_fd_sc_hd__a211oi_1: 7
sky130_fd_sc_hd__mux2i_1: 15
sky130_fd_sc_hd__a21oi_1: 66
sky130_fd_sc_hd__xnor2_1: 58
sky130_fd_sc_hd__o21ai_0: 54
sky130_fd_sc_hd__xor2_1: 24
sky130_fd_sc_hd__buf_2: 18
sky130_fd_sc_hd__and3_1: 7
sky130_fd_sc_hd__nand3_1: 17
sky130_fd_sc_hd__clkbuf_1: 19
sky130_fd_sc_hd__fa_1: 7
sky130_fd_sc_hd__nor3_1: 12
sky130_fd_sc_hd__a31oi_1: 15
[placed cells by master, fill, tap and decap left out, types with 14 or more instances in the layout]
cell	n
sky130_fd_sc_hd__a31oi_1	15
sky130_fd_sc_hd__xnor2_1	58
sky130_fd_sc_hd__o21ai_0	54
sky130_fd_sc_hd__nor2b_1	17
sky130_fd_sc_hd__nand2_1	76
sky130_fd_sc_hd__inv_1	63
sky130_fd_sc_hd__nor2_1	75
sky130_fd_sc_hd__a21oi_1	66
sky130_fd_sc_hd__ha_1	79
sky130_fd_sc_hd__nand2b_1	22
sky130_fd_sc_hd__a21o_1	14
sky130_fd_sc_hd__mux2i_1	15
sky130_fd_sc_hd__nand3_1	17
sky130_fd_sc_hd__xor2_1	24
sky130_fd_sc_hd__clkdlybuf4s50_1	34
sky130_fd_sc_hd__dfxtp_1	46
[worst max path at each step]
| stage | startpoint | end | slack (ns) | depth (start not counted) |
|---|---|---|---|---|
| 4_1_cts | current_state[0]$_DFF_P_ | crit[8]$_DFF_P_ | 2.84 | 18 |
| 5_1_grt | current_state[0]$_DFF_P_ | xdone$_DFF_P_ | 2.33 | 17 |
| 6_report | current_state[0]$_DFF_P_ | xdone$_DFF_P_ | 2.85 | 17 |
[routing by layer]
metal / GRT usage / vias to the layer above
li1: - / 3136
met1: 0.2655 / 2800
met2: 0.2956 / 230
met3: 0.01801 / 45
met4: 0.05255 / 0
met5: 0 / -
No activity file was given, so power comes from the tool's default toggle rates.
